===== /design/flow/config.mk =====
export PLATFORM = sky130hd
export DESIGN_NAME = rle_enc
export DESIGN_NICKNAME = rle_enc
export VERILOG_FILES = /design/flow/design.v
export SDC_FILE = /design/flow/constraint.sdc
export NUM_CORES = 4
export LEC_CHECK = 1
export CORE_UTILIZATION = 50

===== /design/flow/constraint.sdc =====
current_design rle_enc

set clk_period 3.8
set clk_io_pct 0.2

create_clock -name clk0 -period $clk_period [get_ports {clk}]

set non_clock_inputs [all_inputs -no_clocks]
set_input_delay [expr $clk_period * $clk_io_pct] -clock clk0 $non_clock_inputs
set_output_delay [expr $clk_period * $clk_io_pct] -clock clk0 [all_outputs]

===== /design/flow/design.v =====
module rle_enc (clk, rst, rd_req , recv_ready ,send_ready, in_data , out_data, end_of_stream ,wr_req);
input clk,rst; 				 
input recv_ready,send_ready;		 
input [7:0] in_data;			 
input end_of_stream ;			 
output [23:0] out_data;			 
output rd_req,wr_req;			 
reg rd_reg,wr_reg;			 
reg [22:0] bit_count;			 
reg [3:0] shift_count;			 
reg value_type;				 
reg [7:0] shift_buf;			 
reg [3:0] state;
reg [3:0] next_state;
reg new_bitstream; 			 
parameter INIT  = 4'b0000,REQUEST_INPUT = 4'b0001,WAIT_INPUT = 4'b0010,COUNT_BITS = 4'b0011,
SHIFT_BITS = 4'b0100,COUNT_DONE = 4'b0101,WAIT_OUTPUT = 4'b0110, RESET_COUNT = 4'b0111, READ_INPUT  = 4'b1000;
always @(state or recv_ready or send_ready or end_of_stream or bit_count or new_bitstream or shift_count) begin  
	case(state)
		INIT: begin
			next_state = REQUEST_INPUT;
		end
		REQUEST_INPUT: begin
			if(recv_ready) next_state = WAIT_INPUT;
			else if(end_of_stream  && bit_count) next_state = COUNT_DONE;
			else next_state = REQUEST_INPUT;
		end
		WAIT_INPUT: next_state = READ_INPUT ;
		READ_INPUT : next_state = COUNT_BITS;
		COUNT_BITS: next_state = SHIFT_BITS;
		SHIFT_BITS:
		begin
			if(new_bitstream) next_state = COUNT_DONE;
			else begin
				if(shift_count == 7) next_state = REQUEST_INPUT;
				else next_state = COUNT_BITS;
			end
		end
		COUNT_DONE:
		begin
			if(send_ready) next_state = WAIT_OUTPUT ;
			else next_state = COUNT_DONE;
		end
		WAIT_OUTPUT : next_state = RESET_COUNT ;
		RESET_COUNT : begin
			if(end_of_stream ) next_state = INIT;
			else next_state = COUNT_BITS;
		end
		default: next_state = INIT;
	endcase
end
always @(posedge clk) begin   
	if(rst) state <= INIT;
	else state <= next_state;
	case(state)
	INIT: begin
		bit_count <= 0;
		shift_buf <= 0;
		rd_reg <= 0;
		wr_reg <= 0;
		new_bitstream <= 1;
	end
	REQUEST_INPUT: begin
		rd_reg<=1;
		shift_count<=0;  
	end
	WAIT_INPUT: begin
		rd_reg<=0;
	end
	READ_INPUT : begin
		shift_buf<=in_data;
	end
	COUNT_BITS: begin
		if(new_bitstream) begin
			value_type<=shift_buf[0];
			bit_count<=bit_count+1;
			new_bitstream<=0;
		end
		else begin
			if(shift_buf[0] == value_type) begin
				bit_count<=bit_count+1;
			end
			else begin
				new_bitstream<=1;
			end
		end
	end
	SHIFT_BITS: begin
		if(!new_bitstream) begin
			shift_buf<=(shift_buf>>1);			
			shift_count<=shift_count+1;
		end
	end
	COUNT_DONE: begin
		wr_reg<=1;
	end
	WAIT_OUTPUT : begin  
		wr_reg<=0;
	end
	RESET_COUNT : begin
		bit_count<=0;
	end
	endcase
end
assign rd_req = rd_reg;
assign wr_req = wr_reg;
assign out_data[23] = value_type;
assign out_data[22:0] = bit_count[22:0];
endmodule

===== /design/flow/run.sh =====
#!/bin/bash
# OpenROAD 26Q1-2900-gdf79404cd8, Yosys 0.63+post, stock flow scripts
make -C /OpenROAD-flow-scripts/flow DESIGN_CONFIG=/design/flow/config.mk WORK_HOME=/design/flow/orfs finish

==> impl_metrics.toml <==
# implementation run metrics
[critical_path]
timing.rr.end = "bit_count[19]$_SDFFCE_PP0P_"
worstSetupEndpointType = "flop"
cp_max_fo = 9
startpoint = "bit_count[3]$_SDFFCE_PP0P_"
r2r-start = "bit_count[3]$_SDFFCE_PP0P_"
critPathLaunchType = "flop"
crit_required_ns = 3.95
crit_type = "flop to flop"
arrival_ns = 2.28
worstRegToRegCells = 4
ff2ff_setup_slack_ns = 1.67

[clock_tree]
hold_buffers = 0
cts_buffer_depth = 2
post_cts_buffers = 0
clock_sinks = 48
path_clk_slew_ns = 0.09
clock_latency_ns = 0.30
cts_resized = 0
root_buffer = "clkbuf_8"
htreeDepth = 2
cts_buffers = 5
cts_tree = "yes"

[final_timing]
hold_violations = 0
slew_violations = 0
holdWs_ns = 0.459
min_period_ns = 2.13
slew_headroom_pct = 50.0
finClkSkew_ns = 0.00341
fin_crit_sh_pct = 56.2
fmax_mhz = 468
rsz0062_at_grt = "false"
worst_pin_slew_ns = 0.744
setup_viol = 0
setup_tns_ns = 0

[synth]
syn_area_per_cell_um2 = 10.9
top_cell_area_share_pct = 49.2
synth.distinct_cells = 42
ys_chip_area_um2 = 2380
seq_area_frac_synth_pct = 56.7
synth_flop_count = 48
top_area_cell = "edfxtp_1"
synth.area.top_cells = "edfxtp_1, dfxtp_1, nor2_1"
synth_area_um2 = 2380
yosysWarnings = 1
ys_cells = 219
synthCells = 219

[pwr]
p_leak_uw = 0.000991
power_frac_comb_pct = 10.2
power.density_nw_per_um2 = 366
p_total_uw = 1050
p_sw_share_pct = 24.0
p_int_uw = 795
switching_power_uw = 251
ir_drop_mv = 0.249
pwr-share-seq_pct = 61.3
clkPwrFrac_pct = 28.5

[route]
vias = 1775
drt_iter0_drc = 114
drtAntennaViolNets = 0
wirelength_mm = 4.58
via_per_inst = 5.84
route.detailed.drc = 0
wl_per_cell_um = 15.1
firstDrtPassIters = 19
antenna_cells = 0

[global_route]
overflow = 0
track_usage_pct = 20.7
antenna_found_initial = 0
grt_pass1_vias = 1701
grt_pass1_wl_mm = 7.82
grt_max_degree = 24

[cells_and_area]
drive_gt1_share_pct = 5.95
seq_area_um2 = 1350
area_growth_pct = 19.8
logic_area_um2 = 936
n_fill_cell = 336
regMostFlops = "bit_count"
fin_area_um2 = 2850
reg_top3 = "bit_count (23), state (9), shift_buf (8)"
largest_register_ff_count = 23
fin_cells = 304

[worst_hold_path]
holdPathEnd = "state[4]$_DFF_P_"
hold_class = "flop to flop"
hp-start = "state[6]$_DFF_P_"
hold_depth = 2

[floorplanning]
die-area_um2 = 5040
io_pins = 39
std_cell_rows = 24
die_h_um = 71.0
core_area_um2 = 4470
fp_util_pct = 53.2
die_w_um = 71.0

[placement]
io_buffers = 38
placed_area_um2 = 2770
gp_congestion = 0.901
hpwl_mm = 3.11
place_inst = 296

[run]
cap_violations = 0
tool_warnings = 27

[status]
outcome = "finished clean"
## per-layer routing
layer  up-vias  GRT usage (%)  part of all wire, %  wire (um)
met5         -              0                    0          0
met4         0           3.56                 0.68         31
met3         5           4.19                  6.1        280
met2        68           32.6                   49       2230
met1       835           32.7                   44       2030
li1        867              -                    -          -
## per-stage QoR
stage	worst slack, ns	utilization, %
after detailed placement	1.71	61.8
after global routing	1.49	63.8
after floorplan	1.35	-
final	1.67	63.8
after global placement	1.75	61.8
after CTS	1.67	63.8
## critical path: stages (launching register included)
cell and delay, ns:
edfxtp_1 0.49, nand3_2 0.17, or4_1 0.71, or4_1 0.45, a21oi_1 0.16
## area by class of cell
type | count | area share, %
clock inverter | 3 | 0.658
tap | 52 | 2.28
clock buffer | 5 | 2.41
timing repair buffer | 39 | 13.6
sequential | 48 | 47.3
multi-input combinational | 150 | 32.8
inverter | 7 | 0.921
## worst max path at each step
stage                                  to  slack (ns)
CTS           bit_count[17]$_SDFFCE_PP0P_        1.67
global route  bit_count[21]$_SDFFCE_PP0P_        1.49
finish        bit_count[19]$_SDFFCE_PP0P_        1.67
## logic make-up (layout without fill, tap and decap cells)
family,count (synthesis),in the layout,synth area share (%)
muxes,1,1,0.420
xor gates and xnor gates,15,15,5.51
AOI/OAI and AO/OA,36,36,10.2
buffers and inverters,21,54,4.15
DFF,48,48,56.7
and+or+nand+nor,95,95,21.4
adders and majority gates,3,3,1.58
## power groups by stage
stage	combinational, uW	clock (uW)	sequential [uW]
after CTS	108	308	640
final	107	298	641
after global routing	119	331	647
## cells in the mapped netlist
| cell | instances |
|---|---|
| clkbuf_8 | 1 |
| nor4_2 | 1 |
| a21oi_1 | 13 |
| nand4_1 | 7 |
| nand2b_1 | 1 |
| and3_2 | 1 |
| xnor2_1 | 9 |
| o21ai_0 | 3 |
| clkbuf_2 | 2 |
| and4_1 | 3 |
| nand3_1 | 10 |
| nor2_1 | 27 |
| inv_1 | 6 |
| a41o_1 | 2 |
| a31o_2 | 1 |
| xor2_1 | 6 |
| nor2b_1 | 5 |
| or3_1 | 5 |
| nor4b_1 | 1 |
| a22o_1 | 7 |
| nor4_1 | 4 |
| a22oi_1 | 1 |
| and2_1 | 6 |
| a31oi_1 | 2 |
| mux2i_1 | 1 |
| edfxtp_1 | 39 |
| or4_1 | 5 |
| ha_1 | 3 |
| o2111ai_1 | 1 |
| dfxtp_1 | 9 |
| a21o_1 | 1 |
| buf_4 | 1 |
| clkbuf_1 | 7 |
| clkinv_1 | 1 |
| nand3_2 | 1 |
| or2_2 | 2 |
| o31ai_1 | 4 |
| buf_2 | 3 |
| nand2_1 | 11 |
| a211oi_1 | 1 |
| nor3_1 | 4 |
| and3_1 | 1 |
## cells in the final DEF, fill, tap and decap left out, types with 7 or more instances in the layout
| cell | n |
|---|---|
| a21oi_1 | 12 |
| a22o_1 | 7 |
| clkdlybuf4s50_1 | 38 |
| dfxtp_1 | 9 |
| edfxtp_1 | 39 |
| nand2_1 | 11 |
| nand3_1 | 10 |
| nand4_1 | 7 |
| nor2_1 | 27 |
| xnor2_1 | 9 |
No activity file was given, so power comes from the tool's default toggle rates.
